## ./run.sh

```bash
#!/bin/bash
# OpenROAD 26Q1-2900-gdf79404cd8, Yosys 0.63+post, stock flow scripts
make -C /OpenROAD-flow-scripts/flow DESIGN_CONFIG=/design/flow/config.mk WORK_HOME=/design/flow/orfs finish
```

## ./config.mk

```make
export PLATFORM = sky130hd
export DESIGN_NAME = fir_pe_wrapper
export DESIGN_NICKNAME = fir_pe_wrapper
export VERILOG_FILES = /design/flow/design.v
export SDC_FILE = /design/flow/constraint.sdc
export NUM_CORES = 4
export LEC_CHECK = 1
export CORE_UTILIZATION = 40
```

## ./constraint.sdc

```tcl
current_design fir_pe_wrapper

set clk_period 11.3
set clk_io_pct 0.2

create_clock -name clk0 -period $clk_period [get_ports {clk_dut}]
create_clock -name clk1 -period $clk_period [get_ports {clk_emu}]

set non_clock_inputs [all_inputs -no_clocks]
set_input_delay [expr $clk_period * $clk_io_pct] -clock clk0 $non_clock_inputs
set_output_delay [expr $clk_period * $clk_io_pct] -clock clk0 [all_outputs]
```

## ./design.v

```verilog
module fir_pe_wrapper(Din_emu, Dout_emu, Addr_emu, load_emu, get_emu, clk_emu, clk_dut);
    input  [7:0]    Din_emu;
    output [7:0]    Dout_emu;
    input  [2:0]    Addr_emu;
    input           load_emu, get_emu, clk_emu;
    input           clk_dut;
    parameter   NUM_STIM_ARRAY  = 3,
                NUM_OUT_ARRAY   = 2;
    reg [7:0]   stimIn[0:NUM_STIM_ARRAY-1];
    reg [7:0]   vectOut[0:NUM_OUT_ARRAY-1];
    reg [7:0]   Dout_emu;
    reg [7:0]  Cin;
    reg [3:0]  Xin;
    reg [3:0]  Yin;
    reg        Rdy;
    wire [3:0]  Xout;
    wire [3:0]  Yout;
    wire        Vld;
    always @(posedge clk_emu)
    begin
        if (load_emu)    
        begin
            Cin <= stimIn[0];
            Yin <= stimIn[1][7:4];
            Xin <= stimIn[1][3:0];
            Rdy <= stimIn[2][0];
        end
        else if (get_emu)    
        begin
            vectOut[0][7:4] <= Yout;
            vectOut[0][3:0] <= Xout;
            vectOut[1]      = 8'h00;
            vectOut[1][0]   <= Vld;
        end
        else
        begin
            stimIn[Addr_emu] <= Din_emu;
            Dout_emu <= vectOut[Addr_emu];
        end
    end
    fir_pe u_fir_pe(
        .clk(clk_dut),
        .Cin(Cin),
        .Xin(Xin),
        .Xout(Xout),
        .Yin(Yin),
        .Yout(Yout),
        .Rdy(Rdy),
        .Vld(Vld));
endmodule
module fir_pe (clk, Cin, Xin, Xout, Yin, Yout, Rdy, Vld);
    input           clk;
    input   [7:0]   Cin;
    input   [3:0]   Xin;
    output  [3:0]   Xout;
    input   [3:0]   Yin;
    output  [3:0]   Yout;
    input           Rdy;
    output          Vld;
    integer i;
    reg     [4:0]   LoadCtl;
    always @(posedge clk)
    begin
        LoadCtl[0] <= Rdy;
        for (i=0; i<4; i=i+1)
            LoadCtl[i+1] <= LoadCtl[i];
    end
    assign Vld = LoadCtl[4];
    reg     [3:0]   XinL, XinH;
    always @(posedge clk)
    begin
        if (LoadCtl[0])         XinL <= Xin;
        else if (LoadCtl[1])    XinH <= Xin;
    end
    reg     [3:0]   Yin3, Yin2, Yin1, Yin0;
    always @(posedge clk)
    begin
        if (LoadCtl[0])         Yin0 <= Yin;
        else if (LoadCtl[1])    Yin1 <= Yin;
        else if (LoadCtl[2])    Yin2 <= Yin;
        else if (LoadCtl[3])    Yin3 <= Yin;
    end
    reg     [15:0]  y, _y;
    wire    [7:0]   XinHL   = {XinH, XinL};
    wire    [15:0]  Yin3210 = {Yin3, Yin2, Yin1, Yin0};
    always @(posedge clk)
    begin
        if (LoadCtl[4]) begin
            y  <= _y;
            _y <= XinHL * Cin + Yin3210;
        end
    end
    reg     [3:0]   Xout, Yout;
    always @*
    begin
        if (LoadCtl[0]) begin
            Xout = XinL;
            Yout = y[3:0];
        end
        else if (LoadCtl[1]) begin
            Xout = XinH;
            Yout = y[7:4];
        end
        else if (LoadCtl[2]) begin
            Xout = 4'bxxxx;
            Yout = y[11:8];
        end
        else if (LoadCtl[3]) begin
            Xout = 4'bxxxx;
            Yout = y[15:12];
        end
        else begin
            Xout = 4'bxxxx;
            Yout = 4'bxxxx;
        end
    end
endmodule
```

==> impl_metrics.csv <==
group,metric,value,unit
power,p_clk_frac,0.328,
worst_setup_path,worst_reg_to_reg_cells,13,
logic_synthesis,synth.avg_cell_area,13.14,µm²
min_path,hold_path_class,"reg -> reg",
job,log.warning_count,27,
job,max_cap_viol_count,0,
placement,portBuffers,20,
min_path,worst_hold_path.num_cells,0,
final_timing,slew_hr,0.4224,
logic_synthesis,synth_top_cell_by_area,"sky130_fd_sc_hd__edfxtp_1",
placement,globalplace.congestion,0.8288,
power,sequential_group_share_of_total_power,0.423,
global_route,grt_pass1_vias,3196,
power,pwr_density_cell,183.8,nW/µm²
logic_synthesis,synth_area,6108,µm²
power,post-layout-total-power,1.289,mW
routing,totalWireLength,9149,µm
logic_synthesis,synth.top_cell.area_share,0.5260,
worst_setup_path,setup.worst_path.class,"reg -> reg",
routing,drc,0,
final_timing,rsz_0062_raised_after_global_routing,"no",
final_timing,drv_slew,0,
final_timing,finalHoldViolations,0,
finish,drive_gt1_frac,0.07087,
floorplanning,row_count,44,
power,power_leakage,2.962,nW
logic_synthesis,postSynthSeqShare,0.5424,
clock_tree,clkSinkCount,112,
worst_setup_path,timing.critical_path.fanout_max,9,
floorplanning,die_width,125.6,µm
routing,firstDrtPassIters,23,
logic_synthesis,synthesis.yosys.warnings,3,
placement,hpwlAfterDp,7015,µm
min_path,start_point_of_the_worst_min_delay_path,"Rdy$_DFFE_PP_",
worst_setup_path,critical_path.startpoint_type,"register",
finish,areaGrowthSynthToFinish,14.85,%
worst_setup_path,setup.worst_path.end_class,"register",
floorplanning,design.core.area,14700,µm²
logic_synthesis,synth_chip_area,6108,µm²
floorplanning,die-area,15770,µm²
final_timing,final.setup_skew,0.01304,ns
routing,drt-wirelength-per-cell,13.22,µm
worst_setup_path,rr_startpoint,"u_fir_pe.XinL[1]$_DFFE_PP_",
floorplanning,floorplanUtilization,0.4156,
clock_tree,worst_setup_hold_path_clk_slew,0.07,ns
logic_synthesis,yosysCellCount,465,
power,cellInternalPower,938.8,µW
clock_tree,post_cts_resize_count,0,
logic_synthesis,ys_top_cells_by_area,"sky130_fd_sc_hd__edfxtp_1 53%, sky130_fd_sc_hd__fa_1 16%, sky130_fd_sc_hd__ha_1 7.2%",
global_route,grt_pass1_wl,15380,µm
logic_synthesis,synth_flops,112,
global_route,grtUsageTotal,0.1362,
routing,num_antenna_cells,0,
logic_synthesis,post_synth_num_cell_types,31,
worst_setup_path,worstSetupStartpoint,"u_fir_pe.XinL[1]$_DFFE_PP_",
floorplanning,design.portCount,23,
floorplanning,die_height,125.6,µm
logic_synthesis,syn-instance-count,465,
global_route,globalRoute.totalOverflow,0,
outcome,run_status,"completed",
routing,route.vias.total,3176,
routing,routed_via_density,4.590,
power,combinationalPowerShare,0.249,
clock_tree,postCtsSetupRepairBufs,0,
power,worst_ir_drop_vdd,0.09592,mV
worst_setup_path,cp.required,11.37,ns
routing,postRouteAntennaNets,0,
clock_tree,clock_tree_from_tritoncts,"built",
finish,final_util,0.4773,
global_route,antenna_violations_before_repair,0,
power,p_switching,350.7,µW
worst_setup_path,crit_arrival,4.61,ns
power,switching_share,0.2719,
final_timing,worst_pin_slew,0.8632,ns
final_timing,timing.final.setup_violations,0,
routing,drt-initial-drc-count,127,
final_timing,tns,0,ns
global_route,grt_start_max_net_pins,34,
clock_tree,hold_buffers,0,
==> sequential cells by signal, indices dropped and copies added, names as in the netlist <==
signal,flops
Cin,8
Dout_emu,8
Rdy,1
Xin,4
Yin,4
stimIn,17
u_fir_pe.LoadCtl,5
u_fir_pe.XinH,4
u_fir_pe.XinL,4
u_fir_pe.Yin0,4
u_fir_pe.Yin1,4
u_fir_pe.Yin2,4
u_fir_pe.Yin3,4
u_fir_pe._y,16
u_fir_pe.y,16
vectOut,9
==> final timing paths <==
check,to,slack [ns]
worst max-delay path,u_fir_pe._y[15]$_DFFE_PP_,6.76
worst min-delay path,u_fir_pe.LoadCtl[0]$_DFF_P_,0.33
worst max register to register,u_fir_pe._y[15]$_DFFE_PP_,6.76
worst min register to register,u_fir_pe.LoadCtl[0]$_DFF_P_,0.33
max in group clk1,stimIn[1][3]$_DFFE_PP_,7.58
min in group clk1,Cin[3]$_DFFE_PP_,0.42
==> critical path, cell delays in order (launching register included) <==
cell                       delay, ns
sky130_fd_sc_hd__edfxtp_1       0.51
sky130_fd_sc_hd__and2_1         0.24
sky130_fd_sc_hd__fa_1           0.51
sky130_fd_sc_hd__fa_1           0.51
sky130_fd_sc_hd__fa_1           0.55
sky130_fd_sc_hd__inv_1          0.05
sky130_fd_sc_hd__fa_1           0.53
sky130_fd_sc_hd__inv_1          0.04
sky130_fd_sc_hd__ha_1           0.34
sky130_fd_sc_hd__nand3_1        0.10
sky130_fd_sc_hd__o21bai_1       0.18
sky130_fd_sc_hd__a31o_1         0.26
sky130_fd_sc_hd__a221o_1        0.34
sky130_fd_sc_hd__xnor2_1        0.12
==> layout by cell type, fill, tap and decap left out, drive strengths merged, types with 2 or more instances in the layout <==
cell,instances
a21o,4
a21oi,11
a31oi,2
and2,30
buf,7
clkbuf,17
clkdlybuf4s50,20
clkinv,2
clkinvlp,2
dfxtp,5
edfxtp,107
fa,50
ha,35
inv,100
mux2,5
mux2i,4
nand2,41
nand3,4
nor2,13
nor2b,11
nor3,2
nor3b,2
nor4b,3
o21ai,5
o21bai,2
o31ai,3
xnor2,10
xor2,3
==> cell type report <==
type,count,area [µm²]
Clock inverter,7,72.57
Timing Repair Buffer,27,252.7
Fill cell,1212,7684
Sequential cell,112,3313
Tap cell,184,230.2
Multi-Input combinational cell,247,2397
Inverter,98,367.9
Clock buffer,17,381.6
==> cell families after synthesis <==
kind of cell,synth area share
AND-OR/OR-AND,0.03195
adder cells (fa/ha/maj),0.2356
multiplexers,0.01577
flip-flops,0.5424
AND/OR/NAND/NOR,0.09054
XOR/XNOR,0.01864
buffers and inverters,0.06514
==> per-stage QoR <==
step                      worst slack, ns  area (µm²)  cells  hold WS [ns]
final                               6.759        7015    692        0.3259
after global routing                6.551        7015    692        0.3303
after CTS                           6.743        7015    692        0.3237
after detailed placement            6.774        6561    668        0.3433
after global placement              6.778        6561    668        0.3255
after floorplan                     6.969        6108    465        0.3233
==> Yosys cell counts <==
| cell type | number |
|---|---|
| sky130_fd_sc_hd__nand2_1 | 41 |
| sky130_fd_sc_hd__a21o_1 | 4 |
| sky130_fd_sc_hd__nor4b_1 | 3 |
| sky130_fd_sc_hd__or4b_1 | 1 |
| sky130_fd_sc_hd__nor4_1 | 1 |
| sky130_fd_sc_hd__ha_1 | 35 |
| sky130_fd_sc_hd__xnor2_1 | 10 |
| sky130_fd_sc_hd__fa_1 | 50 |
| sky130_fd_sc_hd__o21bai_1 | 2 |
| sky130_fd_sc_hd__a221o_1 | 1 |
| sky130_fd_sc_hd__nor2_1 | 13 |
| sky130_fd_sc_hd__clkbuf_1 | 8 |
| sky130_fd_sc_hd__nor3_1 | 2 |
| sky130_fd_sc_hd__nand3_1 | 4 |
| sky130_fd_sc_hd__mux2_2 | 5 |
| sky130_fd_sc_hd__a31oi_1 | 2 |
| sky130_fd_sc_hd__o31ai_1 | 3 |
| sky130_fd_sc_hd__a21oi_1 | 11 |
| sky130_fd_sc_hd__o21a_1 | 1 |
| sky130_fd_sc_hd__or2_2 | 1 |
| sky130_fd_sc_hd__xor2_1 | 3 |
| sky130_fd_sc_hd__a221oi_1 | 1 |
| sky130_fd_sc_hd__mux2i_1 | 4 |
| sky130_fd_sc_hd__and2_1 | 30 |
| sky130_fd_sc_hd__nor3b_1 | 2 |
| sky130_fd_sc_hd__a31o_1 | 1 |
| sky130_fd_sc_hd__dfxtp_1 | 5 |
| sky130_fd_sc_hd__inv_1 | 98 |
| sky130_fd_sc_hd__o21ai_0 | 5 |
| sky130_fd_sc_hd__nor2b_1 | 11 |
| sky130_fd_sc_hd__edfxtp_1 | 107 |
==> power by group through the flow <==
stage / Clock [mW] / Combinational (mW) / Sequential (mW)
4_1_cts: 0.435 / 0.326 / 0.546
5_1_grt: 0.455 / 0.372 / 0.551
6_report: 0.423 / 0.321 / 0.545
==> metal layers <==
metal	vias up	GRT usage	part of all wire
met5	-	0	0
met4	0	0.01793	0.015
met3	12	0.05844	0.067
met2	62	0.2039	0.46
met1	1519	0.2052	0.46
li1	1583	-	-
No activity file was given, so power comes from the tool's default toggle rates.
